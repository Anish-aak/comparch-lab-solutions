<file path="design.v">
module REG_8BIT(reg_out, num_in, clock, reset);
    input [7:0] num_in;
    input clock, reset;
    output reg [7:0] reg_out;
    always @(posedge clock) begin
        if(reset) begin
            reg_out = 8'b0000_0000;
        end
        else begin
            reg_out = num_in;
        end
    end
endmodule
module EXPANSION_BOX(in, out);
    input [3:0] in;
    output [7:0] out;
    assign out[0] = in[0];
    assign out[1] = in[2];
    assign out[2] = in[3];
    assign out[3] = in[1];
    assign out[4] = in[2];
    assign out[5] = in[1];
    assign out[6] = in[0];
    assign out[7] = in[3];
endmodule
module XOR_8BIT(xout_8, xin1_8, xin2_8);
    input [7:0] xin1_8, xin2_8;
    output [7:0] xout_8;
    assign xout_8 = xin1_8 ^ xin2_8;
endmodule
module XOR_4BIT(xout_4, xin1_4, xin2_4);
    input [3:0] xin1_4, xin2_4;
    output [3:0] xout_4;
    assign xout_4 = xin1_4 ^ xin2_4;
endmodule
module CONCAT(concat_out, concat_in1, concat_in2);
    input [3:0] concat_in1, concat_in2;
    output [7:0] concat_out;
    assign concat_out = {concat_in1, concat_in2};
endmodule
module MUX2x1(out, in, sel);
    input [1:0] in;
    input sel;
    output out;
    assign out = in[sel];
endmodule
module MUX8x4(out, in, sel);
    input [7:0] in;
    input sel;
    output [3:0] out;
    MUX2x1 m0(out[0], {in[4], in[0]}, sel);
    MUX2x1 m1(out[1], {in[5], in[1]}, sel);
    MUX2x1 m2(out[2], {in[6], in[2]}, sel);
    MUX2x1 m3(out[3], {in[7], in[3]}, sel);
endmodule
module FA(out, cout, inA, inB, cin);
    input inA, inB, cin;
    output out, cout;
    assign {cout, out} = inA + inB + cin;
endmodule
module CSA_4BIT(cin, inA, inB, cout, out);
    input [3:0] inA, inB;
    input cin;
    output [3:0] out;
    output cout;
    wire [3:0] o0, o1;
    wire c0, c1;
    wire w0, w1, w2;
    wire w3, w4, w5;
    FA f0(o0[0], w0, inA[0], inB[0], 1'b1);
    FA f1(o0[1], w1, inA[1], inB[1], w0);
    FA f2(o0[2], w2, inA[2], inB[2], w1);
    FA f3(o0[3], c0, inA[3], inB[3], w2);
    FA f4(o1[0], w3, inA[0], inB[0], 1'b0);
    FA f5(o1[1], w4, inA[1], inB[1], w3);
    FA f6(o1[2], w5, inA[2], inB[2], w4);
    FA f7(o1[3], c1, inA[3], inB[3], w5);
    MUX2x1 m0(cout, {c0, c1}, cin);
    MUX8x4 m1(out, {o0, o1}, cin);
endmodule
module ENCRYPT(number, key, clock, reset, enc_number);
    input clock, reset;
    input [7:0] key, number;
    output [7:0] enc_number;
    wire [7:0] rout0, rout1, expout, xout0;
    wire [3:0] xout1, csaout;
    wire cout;
    REG_8BIT r0(rout0, number, clock, reset);
    REG_8BIT r1(rout1, key, clock, reset);
    EXPANSION_BOX e0(rout0[3:0], expout);
    XOR_8BIT x0(xout0, expout, rout1);
    CSA_4BIT c0(rout1[0], xout0[7:4], xout0[3:0], cout, csaout);
    XOR_4BIT x1(xout1, rout0[7:4], csaout);
    CONCAT conc(enc_number, xout1, rout0[3:0]);
endmodule
module TESTBENCH;
    reg clock, reset;
    reg [7:0] key, number;
    wire [7:0] enc_number;
    ENCRYPT e(number, key, clock, reset, enc_number);
    initial begin
        clock = 1'b0;
        repeat(1000)
            #1 clock = ~clock;
    end
    initial begin
        $monitor($time, " num=%b, key=%b, enc_number=%b", number, key, enc_number);
        #1 reset = 1'b1;
        #2 reset = 1'b0; number = 8'b0100_0110; key = 8'b1001_0011;
        #2 number = 8'b1100_1001; key = 8'b1010_1100;
        #2 number = 8'b1010_0101; key = 8'b0101_1010;
        #2 number = 8'b1111_0000; key = 8'b1011_0001;
    end
endmodule
</file>
<file path="run.sh">
#!/bin/bash
# OpenROAD 26Q1-2900-gdf79404cd8, Yosys 0.63+post, stock flow scripts
make -C /OpenROAD-flow-scripts/flow DESIGN_CONFIG=/design/flow/config.mk WORK_HOME=/design/flow/orfs finish
</file>
<file path="config.mk">
export PLATFORM = sky130hd
export DESIGN_NAME = ENCRYPT
export DESIGN_NICKNAME = ENCRYPT
export VERILOG_FILES = /design/flow/design.v
export SDC_FILE = /design/flow/constraint.sdc
export NUM_CORES = 4
export LEC_CHECK = 1
export CORE_AREA = 10 10 78 78
export DIE_AREA = 0 0 88 88
</file>
<file path="constraint.sdc">
current_design ENCRYPT

set clk_period 2.6
set clk_io_pct 0.2

create_clock -name clk0 -period $clk_period [get_ports {clock}]

set non_clock_inputs [all_inputs -no_clocks]
set_input_delay [expr $clk_period * $clk_io_pct] -clock clk0 $non_clock_inputs
set_output_delay [expr $clk_period * $clk_io_pct] -clock clk0 [all_outputs]
</file>
==> reports/summary.log <==
qor: cts.root_buffer sky130_fd_sc_hd__clkbuf_8
qor: power_and_ir_drop.p_total 0.6690 mW
qor: yosys.top_cells_by_count sky130_fd_sc_hd__dfxtp_1 (16), sky130_fd_sc_hd__nor2b_1 (16), sky130_fd_sc_hd__inv_1 (8), sky130_fd_sc_hd__xnor2_1 (8), sky130_fd_sc_hd__xor2_1 (5)
qor: placed_design.gpl.final_weighted_congestion 0.7308
qor: layout.layout-drive-gt1-share 0.3200
qor: yosys.yosys_area 779.5 um^2
qor: yosys.top_cell_area_share 0.4109
qor: detailed_routing.routed_via_density 3.224
qor: yosys.postSynthRegisterBits 16
qor: worst_setup_path.critPathLaunchType register
qor: detailed_routing.antenna_violating_nets_post_route 0
qor: yosys.biggest_area_consumer_among_synthesized_cells sky130_fd_sc_hd__dfxtp_1
qor: yosys.yosys-top-cells-area sky130_fd_sc_hd__dfxtp_1 (41%), sky130_fd_sc_hd__nor2b_1 (13%), sky130_fd_sc_hd__fa_1 (10%)
qor: worst_setup_path.cp-end-kind primary output
qor: timing.setup_viol_count_final 2
qor: timing.slew_viol_final 0
qor: floorplanning.fp-row-count 24
qor: timing.max_freq 356.7 MHz
qor: global_route.grt-ovfl-total 0
qor: yosys.asyncSetResetFlopFracSynth 0
qor: run_status.violations setup timing
qor: timing.setup_slack_after_layout -203.9 ps
qor: global_route.grt_pass1_vias 567
qor: worst_setup_path.crit_path_max_fanout 2
qor: placed_design.portBuffers 25
qor: min_path.min_path_type input port to register
qor: cts.tritoncts.num_buffers 3
qor: floorplanning.fp.coreArea 0.004414 mm^2
qor: worst_setup_path.critPathRequiredTime 2080 ps
qor: timing.rsz0062_at_grt true
qor: timing.final.period_utilization 1.078
qor: yosys.netlist_instances 69
qor: power_and_ir_drop.p_leak 0.4905 nW
qor: placed_design.hpwlAfterDp 1304 um
qor: job.warning_count 28
qor: global_route.grt_first_pass_wirelength 2587 um
qor: layout.utilization 0.2721
qor: yosys.cell_variety_after_synth 13
qor: yosys.synth_warnings 1
qor: worst_setup_path.critical_path_class register to primary output
qor: detailed_routing.drt_drc_violations_left 0
qor: cts.max-clock-path-buffers 2
qor: timing.final_hold_viol_count 0
qor: detailed_routing.drtPass1Iterations 2
qor: yosys.edf_count 0
qor: cts.tritoncts_num_sinks 16
qor: layout.areaGrowthSynthToFinish 54.09%
qor: cts.tritoncts built
qor: global_route.largest_net_degree_at_the_start_of_global_routing 17
qor: global_route.grt_util_all_layers 0.04174
qor: power_and_ir_drop.power.ir.vdd_worst 0.3689 mV
qor: yosys.commonest_flop sky130_fd_sc_hd__dfxtp_1
qor: floorplanning.fp.dieArea 0.007744 mm^2
qor: floorplanning.fp_util 0.1766
qor: yosys.postSynthSeqShare 0.4109
qor: job.cap_viol_max_count 0
qor: yosys.ys_cells 69
qor: detailed_routing.n_antenna_cell 0
qor: cts.htree_levels 1
qor: worst_setup_path.critical_path_arrival 2280 ps
qor: timing.layout_min_cycle_time 2804 ps
qor: timing.tightest_slew 543.0 ps
qor: run_status.run_status finished with violations
qor: detailed_routing.routed-via-count 490
qor: timing.fin_setup_tns -267.4 ps
qor: detailed_routing.routedWlPerCell 10.26 um
qor: detailed_routing.detailedRoute.firstIterationViolations 21
qor: detailed_routing.postRouteWirelength 1560 um
qor: timing.timing.slew.headroom 0.6369
qor: yosys.syn-cell-area 779.5 um^2
qor: floorplanning.die_width 88 um
qor: timing.finalHoldWorstSlack 825.2 ps
qor: floorplanning.die_height 88 um
qor: yosys.synth.avg_cell_area 11.30 um^2
qor: cts.worst_setup_hold_path_clk_slew 60 ps
qor: global_route.grt_antenna_before_repair 0
qor: power_and_ir_drop.cellPowerDensity 556.9 mW/mm^2
qor: floorplanning.io_pins 26
[path summary, 6_finish.rpt]
check | to | slack, ps | depth (start not counted) | startpoint
setup / recovery | enc_number[6] | -200 | 9 | r0.reg_out[2]
hold / removal | r1.reg_out[2] | 830 | 2 | key[2]
[stage by stage]
stage               setup WS [ps]  cells  instance area (um^2)
floorplan                   118.0     69                 779.5
global placement           -369.1    147                  1102
detailed placement         -406.8    147                  1102
CTS                        -235.1    152                  1187
global route               -360.9    152                  1201
finish                     -203.9    152                  1201
[registers in the layout, indices dropped and copies added, names as in the netlist]
name        flops
r0.reg_out      8
r1.reg_out      8
[where the power goes]
part	leakage [nW]	switching, mW	total, mW	internal, mW
clock network	0.0288	0.0783	0.212	0.134
logic	0.328	0.0675	0.190	0.122
registers	0.134	0.00757	0.267	0.259
[worst max-delay path, stage by stage (launching register included)]
cell and delay (ps):
sky130_fd_sc_hd__dfxtp_2 330, sky130_fd_sc_hd__xor2_2 160, sky130_fd_sc_hd__inv_1 70, sky130_fd_sc_hd__ha_2 180
sky130_fd_sc_hd__fa_2 340, sky130_fd_sc_hd__fa_2 520, sky130_fd_sc_hd__inv_1 40, sky130_fd_sc_hd__mux2i_1 160
sky130_fd_sc_hd__xnor2_1 130, sky130_fd_sc_hd__buf_2 110
[area by class of cell]
| cell class | instances | area [um^2] |
|---|---|---|
| timing repair buffer | 33 | 295.3 |
| multi-input combinational | 39 | 431.7 |
| fill | 436 | 3213 |
| inverter | 8 | 30.03 |
| tap | 52 | 65.06 |
| clock buffer | 4 | 55.05 |
| sequential | 16 | 324.1 |
[kinds of logic (layout without fill, tap and decap cells)]
logic type	count (synthesis)	after routing	synth area share
DFF	16	16	0.4109
and+or+nand+nor	16	16	0.1284
xor gates and xnor gates	14	14	0.1750
buffers and inverters	14	45	0.09631
adders and majority gates	6	6	0.1348
muxes	3	3	0.05457
[layout by cell type, fill, tap and decap left out, types with 3 or more instances in the layout]
| cell | instances |
|---|---|
| sky130_fd_sc_hd__nor2b_1 | 16 |
| sky130_fd_sc_hd__xor2_1 | 4 |
| sky130_fd_sc_hd__inv_1 | 4 |
| sky130_fd_sc_hd__xnor2_1 | 6 |
| sky130_fd_sc_hd__clkdlybuf4s50_1 | 22 |
| sky130_fd_sc_hd__inv_2 | 4 |
| sky130_fd_sc_hd__fa_2 | 4 |
| sky130_fd_sc_hd__dfxtp_1 | 13 |
| sky130_fd_sc_hd__dfxtp_2 | 3 |
| sky130_fd_sc_hd__clkbuf_8 | 4 |
| sky130_fd_sc_hd__buf_4 | 8 |
[layer usage]
layer	wire [um]	up-vias	part of all wire	track usage
li1	-	260	-	-
met4	5	0	0.0032	0.002899
met2	719	17	0.46	0.07011
met3	145	2	0.093	0.02152
met1	689	211	0.44	0.04857
met5	0	-	0	0
[what timing repair did]
action	CTS	global route
setup endpoints to repair	3	3
gates resized	21	5
setup buffers	1	0
pin swaps	6	1
hold buffers	0	0
Power and IR drop assume default switching activity.
